==> design/flow/config.mk <==
export PLATFORM = sky130hd
export DESIGN_NAME = mux72
export DESIGN_NICKNAME = mux72
export VERILOG_FILES = /design/flow/design.v
export SDC_FILE = /design/flow/constraint.sdc
export NUM_CORES = 4
export LEC_CHECK = 1
export CORE_AREA = 10 10 101 101
export DIE_AREA = 0 0 111 111
==> design/flow/constraint.sdc <==
current_design mux72

set clk_period 1.0
set clk_io_pct 0.2

create_clock -name clk0 -period $clk_period

set non_clock_inputs [all_inputs -no_clocks]
set_input_delay [expr $clk_period * $clk_io_pct] -clock clk0 $non_clock_inputs
set_output_delay [expr $clk_period * $clk_io_pct] -clock clk0 [all_outputs]
==> design/flow/design.v <==
`timescale 1ns / 1ps
module mux72(
    input [71:0] I0,
    input [71:0] I1,
    input S,
    output [71:0] O
    );
	assign O = S?I1:I0;
endmodule
==> design/flow/run.sh <==
#!/bin/bash
# OpenROAD 26Q1-2900-gdf79404cd8, Yosys 0.63+post, stock flow scripts
make -C /OpenROAD-flow-scripts/flow DESIGN_CONFIG=/design/flow/config.mk WORK_HOME=/design/flow/orfs finish
==> flow.log <==
[report] implementation figures
[metrics] status: finished, violations left
[metrics] failing checks: negative setup slack
[metrics] Leak: 2.093 nW
[metrics] final worst-path setup slack: -0.1978 ns
[metrics] Max stage delay on crit path: just under 0.3 ns
[metrics] Initial Util: between 10% and 20%
[metrics] Slew Viols, Final: 0
[metrics] Critical Path Most Common Cell: sky130_fd_sc_hd__buf_6
[metrics] most common cell in the synthesized netlist: sky130_fd_sc_hd__mux2_4
[metrics] largest fanout on the critical path: 7
[metrics] critical setup path kind: in2out
[metrics] worst min path class: in2out
[metrics] largest net degree at the start of global routing: 9
[metrics] type of destination of the critical path: output pin
[metrics] Cells after Synth: 80
[metrics] power density over cell area: ~400 nW/um2
[metrics] overall global routing resource usage: between 10% and 20%
[metrics] number of warnings printed during yosys synthesis: 0
[metrics] ys cells: roughly 80
[metrics] DRC Markers: 0
[metrics] clkbuf count: 0
[metrics] total of buffers placed on input and output ports: 217
[metrics] library cell with the largest summed area after synthesis: sky130_fd_sc_hd__mux2_4
[metrics] Top cells by area: sky130_fd_sc_hd__mux2_4, sky130_fd_sc_hd__buf_12, sky130_fd_sc_hd__mux2_2
[metrics] Floorplan Core Area: about 8100 um2
[metrics] global-route wire length before repair: around 11000 um
[metrics] initial antenna violation count: 0
[metrics] combined flip-flop and latch cell area: 0 um2
[metrics] First DRT Iteration DRCs: 20
[metrics] arrival time at the worst endpoint: ~1.0 ns
[metrics] critical path, cell by cell: buf_16, buf_12, buf_6, mux2_4, buf_6
[metrics] share of cells above drive strength 1: roughly 53%
[metrics] number of placed instances, taps included: roughly 400
[metrics] overall routed net length: slightly above 7000 um
[metrics] unrepaired setup endpoints after global routing: yes
[metrics] cell family with most CP delay: buffers and inverters
[metrics] post-synth design cell area: approximately 1200 um2
[metrics] Max stage delay cell, worst path: sky130_fd_sc_hd__mux2_4
[metrics] most instantiated cells after synthesis: sky130_fd_sc_hd__mux2_4, sky130_fd_sc_hd__buf_12, sky130_fd_sc_hd__mux2_2, sky130_fd_sc_hd__buf_6
[metrics] maximum operating frequency: about 830 MHz
[metrics] buffers plus inverters on the worst setup path: 4
[metrics] number of antenna-violating nets in the routed design: 0
[metrics] maximum VDD drop: roughly 160 uV
[metrics] Die Span X: roughly 110 um
[metrics] Synth Area per Inst: 15.31 um2
[metrics] final critical-path share of the clock period: 119.8%
[metrics] pre-CTS setup slack: -0.5668 ns
[metrics] actual slew at the worst max-slew pin: between 0.07 and 0.08 ns
[metrics] flop count: 0
[metrics] hold violation total from the final report: 0
[metrics] Synth Seq Share: 0%
[metrics] Area growth syn-to-layout: 198.8%
[metrics] tightest slew margin relative to the limit: a little over nine tenths
[metrics] total cell area reported by yosys after synthesis: 1225 um2
[metrics] I/O pin total: ~220
[metrics] std cell rows: 33
[metrics] sort of element at the start of the critical path: input port
[metrics] drt pass-1 iters: 3
[metrics] total chip power: 1.448 mW
[metrics] n_diodes: 0
[metrics] worst hold slack: roughly 0.69 ns
[metrics] Layout Cells excl Fill: just over 400
[metrics] vias in the first global route: 1841
[metrics] Max-Cap Viols: 0
[metrics] Fin Setup TNS: -6.904 ns
[metrics] total die size: around 12000 um2
[metrics] floorplan die height: 111 um
[metrics] Finished Core Util: about 45%
[metrics] area of placed instances: roughly 3500 um2
[metrics] total number of warnings across the stage logs: 34
[metrics] shortest period the worst path allows: 1.198 ns
[metrics] Non-Filler Cell Area, Final: 3660 um2
[metrics] Top cell area share: 85.80%
[metrics] total grt overflow: 0
[metrics] Setup violations, final: between 70 and 80
[metrics] average wire per standard cell: around 17 um
[metrics] Post-CTS Hold Buffers: 0
[metrics] detailed placer's ending HPWL: around 6100 um
[metrics] routed vias: 1590
[metrics] number of unique standard cell types used by synthesis: 4
[metrics] gpl congestion: between 0.7 and 0.8
[metrics] average vias per placed instance: a little under 4
[metrics] Req. time, crit path: ~0.80 ns
what timing repair did:
action	in CTS	in global routing
cloned	9	0
pin swaps	0	0
gates resized	404	37
setup buffers	6	0
endpoints found under the setup margin	72	72
power by group:
group          internal, mW  total [mW]  switching (mW)
clock network             0           0               0
logic                  1.12        1.45           0.329
registers                 0           0               0
logic make-up (layout without fill, tap and decap cells):
logic type	count (synthesis)	after routing	share of synthesized area [%]
muxes	72	72	87.64
buffers and inverters	8	237	12.36
metal layers:
layer	wire (um)	up-vias	track usage (%)	share of wire, %
met4	34	0	0.4340	0.48
met5	0	-	0	0
li1	-	767	-	-
met2	3536	118	19.65	50
met3	761	2	4.762	11
met1	2804	703	11.91	39
final timing paths:
path | startpoint | to | slack [ns] | depth (start not counted)
worst max-delay path | S | O[33] | -0.20 | 5
worst min-delay path | I0[55] | O[55] | 0.69 | 3
cell usage in the layout, fill, tap and decap left out, drive strengths merged:
master	synthesis	layout
dlygate4sd2	0	115
buf	8	93
mux2	72	72
dlymetal6s2s	0	21
clkdlybuf4s50	0	8
layout make-up:
type                            count  area, um2
Fill cell                         805       4474
Multi-Input combinational cell     72       1081
Tap cell                          105      131.4
Timing Repair Buffer              237       2447
Power and IR drop assume default switching activity.
